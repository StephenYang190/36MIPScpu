--- flow/config.mk ---
export PLATFORM = sky130hd
export DESIGN_NAME = ALU
export DESIGN_NICKNAME = ALU
export VERILOG_FILES = /design/flow/design.v
export SDC_FILE = /design/flow/constraint.sdc
export NUM_CORES = 4
export LEC_CHECK = 1
export CORE_UTILIZATION = 50
--- flow/constraint.sdc ---
current_design ALU

set clk_period 15.1
set clk_io_pct 0.2

create_clock -name clk0 -period $clk_period

set non_clock_inputs [all_inputs -no_clocks]
set_input_delay [expr $clk_period * $clk_io_pct] -clock clk0 $non_clock_inputs
set_output_delay [expr $clk_period * $clk_io_pct] -clock clk0 [all_outputs]
--- flow/design.v ---
module ALU(A, B, y, zero, ovflow, aluctr);
input[31:0] A, B;
input [4:0] aluctr;
output[31:0] y;
output zero, ovflow;
reg[31:0] y;
reg ovflow;
wire signed [31:0] sign_a, sign_b;
assign sign_a = A;
assign sign_b = B;
always@ (*) begin
  case(aluctr)
  5'b00000 : {ovflow, y} = A + B;  
  5'b00001 : y = A - B;  
  5'b00010 : y = (sign_a < sign_b)?1:0;  
  5'b00011 : y = A & B;  
  5'b00100 : y = ~(A | B);  
  5'b00101 : y = A | B;  
  5'b00110 : y = A ^ B;  
  5'b00111 : y = B << A;  
  5'b01000 : y = (A < B)?1:0;  
  5'b01001 : y = sign_b >>> A;  
  5'b01010 : y = B >> A;  
  5'b10000 : y = (sign_a >= 0)?0:1;  
  5'b10001 : y = (sign_a > 0)?0:1;  
  5'b10010 : y = (sign_a <= 0)?0:1;  
  5'b10011 : y = (sign_a < 0)?0:1;  
  5'b10100 : y = B << 16;  
  5'b10101 : y = sign_b >>> A;  
  5'b10110 : y = (A != B)?0:1; 
  5'b10111 : y = A + 32'h0000_3000; 
  default : y = 32'b0;
  endcase
end
assign zero = (y == 0)?1 : 0;
endmodule
--- flow/run.sh ---
#!/bin/bash
# OpenROAD 26Q1-2900-gdf79404cd8, Yosys 0.63+post, stock flow scripts
make -C /OpenROAD-flow-scripts/flow DESIGN_CONFIG=/design/flow/config.mk WORK_HOME=/design/flow/orfs finish
==> CHANGELOG.md <==
### Metrics

- Critical Path Source Type: input pin
- Die width: 156.5 µm
- Worst path bufs/invs: 4
- Netlist cell types: 94
- Most instantiated cells after synthesis: nand2_1 (139), nor2_1 (139), a21oi_1 (117)
- Cell count after synthesis: 1693
- Final Wtd Congestion: 1.204
- Initial antenna violation count: 2
- Leak Pwr: 5.178 nW
- Register pins left without a clock: 1
- Relative slew margins: 25.05%
- # IOs: 103
- Via/cell ratio: 7.754
- Crit path DAT: 8.54 ns
- Fin util: 55.88%
- Top cell type by total area after synthesis: ha_1
- Cell Area, Synth: 11940 µm²
- Crit path from: A[5]
- Slowest cell delay on critical path: 0.89 ns
- GRT Util Overall: 55.71%
- Die ar.: 24500 µm²
- Vias: 15700
- TNS Setup: 0 ns
- Pins Over Slew Limit: 0
- Die height: 156.5 µm
- Main flop type: dlxtp_1
- First-pass detailed-route iteration total: 7
- First-pass GRT wire length: 96240 µm
- WP depth: 15
- Pin count of the biggest net entering global routing: 60
- Residual DRC: 0
- Synth Area per Inst: 7.051 µm²
- Worst setup path category: input pin to output port
- Slowest CP cell: clkdlybuf4s50_1
- Pre-CTS WS: 3.811 ns
- Yosys stat cell total: 1693
- Hold Crit Class: input pin to output port
- Peak Freq: 86.52 MHz
- Worst Slack Setup Final: 3.542 ns
- Pwr dens: 37.20 nW/µm²
- Top cells, area: ha_1 (10%), mux4_2 (9.8%), mux2i_1 (5.6%)
- Non-filler cells in the finished layout: 2025
- Routed wire length: 67590 µm
- Port Buffers: 103
- Post-synth EDFFs: 0
- RSZ-0062 raised after global routing: false
- Post-layout min period: 11.56 ns
- Placed cell area: 13110 µm²
- Core area: 23470 µm²
- Post-CTS setup buffer count: 0
- Endpoints left unconstrained: 2
- Placed Cells: 2022
- Post-CTS resize count: 0
- Critical path endpoint category: output port
- YS chip area: 11940 µm²
- Max_cap viols: 0
- PnR Total Power: 488.0 µW
- Synth-to-layout area growth: 9.884%
- Critical-path cell list: clkdlybuf4s50_1 > inv_1 > ha_1 > inv_1 > a2111oi_2 > a21oi_1 > o31ai_1 > and2_1 > o221ai_1 > a221o_1 > or4_1 > nor3_2 > nand4_1 > nor2_1 > clkdlybuf4s50_1
- # rows: 56
- Actual slew at the worst max-slew pin: 1.114 ns
- Detailed placement HPWL: 51560 µm
- Maximum VDD drop: 0.02203 mV
- Setup violators final: 0
- Max reg flops: 1
- CP delay by family, top: buffers and inverters
- Critical Path RT: 12.08 ns
- Syn. warnings: 1
- GR Overflow Total: 0
- Layout cells sized above 1: 11.51%
- Fin. Hold Viols: 0
- 1st-iter DRT viols: 2526
- Final instance area: 13120 µm²
- Fin crit share: 76.54%
- Hold bufs inserted after CTS: 0
- Hold path startpoint: aluctr[0]
- OpenROAD warnings: 97
- Vias in the first global route: 14020
- DRT antenna net count: 0
- Status: finished, final reports clean
- CP max FO: 13
- Top-area cell type share of the netlist area: 10.27%
- WL/cell: 33.38 µm
- FP Util: 50.86%
- Worst Setup EP: zero
- Synth flops: 1
- Worst hold slack: 7.341 ns
- Async SR Flop Fraction: 0%
==> kinds of logic after synthesis <==
| logic type | synth area share, % |
|---|---|
| adder cells (fa/ha/maj) | 10.61 |
| AND-OR/OR-AND | 32.24 |
| multiplexers | 19.80 |
| XOR/XNOR | 3.595 |
| latches | 0.1257 |
| AND/OR/NAND/NOR | 24.79 |
| buffers and inverters | 8.846 |
==> power breakdown <==
| group | leakage, nW | internal [mW] | switching (mW) | total, mW |
|---|---|---|---|---|
| Combinational | 5.17 | 0.181 | 0.307 | 0.488 |
| Sequential | 0.00781 | 0.000112 | 0.00000252 | 0.000114 |
| Clock | 0.0000203 | 0.0000000254 | 0 | 0.0000000254 |
==> metal layers <==
metal / vias up / share of wire (%) / track usage (%)
li1: 6526 / - / -
met1: 7303 / 36 / 70.88
met2: 1492 / 39 / 76.34
met3: 370 / 17 / 25.32
met4: 10 / 8.2 / 32.82
met5: - / 0.37 / 8.489
==> layout by cell type, fill, tap and decap left out, types with 14 or more instances in the layout <==
cell and n:
o221ai_1 17, a22oi_1 24, o21ai_0 80, a221oi_1 22, nor2_1 139, nand2_1 139, a211oi_1 22, mux4_2 52
a31oi_1 29, or3_1 20, xor2_1 14, mux2_2 41, a21o_1 21, nand4_1 27, nor2b_1 22, mux2i_1 67
buf_4 59, inv_1 97, o211ai_1 32, xnor2_1 35, nor3_1 51, nor4_1 24, clkdlybuf4s50_1 98, ha_1 98
nand3_1 54, and2_1 16, a21oi_1 117, o22ai_1 15, nand2b_1 19
==> how the worst min path moves through the flow <==
stage	slack [ns]	cells after the start	end
4_1_cts	7.31	4	y[8]
5_1_grt	7.34	4	y[8]
6_report	7.34	4	y[8]
==> layout make-up <==
cell class	instances	area, µm²
diodes	3	7.507
fillers	2230	10350
inverters	101	379.1
multi-input cells	1442	10880
flip-flops and latches	1	15.01
well taps	319	399.1
repair buffers	159	1434
No activity file was given, so power comes from the tool's default toggle rates.
