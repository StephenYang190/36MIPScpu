File: flow/run.sh
#!/bin/bash
# OpenROAD 26Q1-2900-gdf79404cd8, Yosys 0.63+post, stock flow scripts
make -C /OpenROAD-flow-scripts/flow DESIGN_CONFIG=/design/flow/config.mk WORK_HOME=/design/flow/orfs finish
File: flow/config.mk
export PLATFORM = sky130hd
export DESIGN_NAME = registers
export DESIGN_NICKNAME = registers
export VERILOG_FILES = /design/flow/design.v
export SDC_FILE = /design/flow/constraint.sdc
export NUM_CORES = 4
export LEC_CHECK = 1
export CORE_UTILIZATION = 30
File: flow/constraint.sdc
current_design registers

set clk_period 11.4
set clk_io_pct 0.2

create_clock -name clk0 -period $clk_period [get_ports {clk}]

set non_clock_inputs [all_inputs -no_clocks]
set_input_delay [expr $clk_period * $clk_io_pct] -clock clk0 $non_clock_inputs
set_output_delay [expr $clk_period * $clk_io_pct] -clock clk0 [all_outputs]
File: flow/design.v
module registers(RegWr, Rw, Ra, Rb, busW, busA, busB, clk);
  input RegWr, clk;
  input [4:0] Rw, Ra, Rb;
  input [31:0] busW;
  output [31:0] busA, busB;
  reg [31:0] regi[31:0];
  wire [31:0] busA, busB;
  integer i;
  initial begin
    for (i=0; i < 32; i=i+1) regi[i] = 0;
  end
  always@(negedge clk)
  begin
    if (RegWr == 1)
      regi[Rw] <= busW;
  end
  assign busA = regi[Ra];
  assign busB = regi[Rb];
endmodule
==> insert_results.sql <==
-- generated from flow reports
INSERT INTO impl_metrics (metric_group, metric, value, unit) VALUES
('clock_network', 'cts_resized', '0', ''),
('power_and_ir_drop', 'irDropWorstVdd', '0.116', 'mV'),
('cells_and_area', 'max_flop_register', 'regi', ''),
('yosys', 'synth.yosys.num_cells', '3387', ''),
('run', 'cap_viol_max_count', '0', ''),
('clock_network', 'clock-sinks', '1024', ''),
('setup_path', 'critPathLaunchType', 'register', ''),
('sta', 'final_hold_fails', '0', ''),
('routing', 'detailroute.via_count', '34100', ''),
('sta', 'worst_slew_pin_slew', '0.847', 'ns'),
('setup_path', 'worst_ep_arrival_time', '8.35', 'ns'),
('setup_path', 'critical_path.cell_chain', 'mux2i_1 -> a22oi_1 -> a31oi_1 -> nand3_1 -> clkdlybuf4s50_1', ''),
('die', 'design.die.area', '164000', 'µm²'),
('die', 'coreArea', '161000', 'µm²'),
('sta', 'final.hold.worst_slack', '5.92', 'ns'),
('clock_network', 'post_cts_buffers', '0', ''),
('yosys', 'postSynth.asyncResetShare', '0', '%'),
('routing', 'drtPass1Iterations', '7', ''),
('yosys', 'synth_cell_type_count', '24', ''),
('setup_path', 'crit_slowest_cell', 'sky130_fd_sc_hd__clkdlybuf4s50_1', ''),
('grt', 'antenna_found_initial', '4', ''),
('die', 'initial_utilization', '30.3', '%'),
('yosys', 'netlist.top_cell.by_area', 'sky130_fd_sc_hd__edfxtp_1', ''),
('placement', 'io_buffers', '112', ''),
('sta', 'maxSlewHeadroom', '43.5', '%'),
('die', 'boundaryPins', '113', ''),
('sta', 'maxSlewViolCount', '0', ''),
('grt', 'wire_length_of_the_first_global_routing_pass', '220000', 'µm'),
('yosys', 'yosysTopAreaCellShare', '63.1', '%'),
('setup_path', 'slowest_stage_delay_on_critical_path', '0.52', 'ns'),
('routing', 'drt-total-wl', '152000', 'µm'),
('sta', 'rsz_0062_raised_after_global_routing', 'false', ''),
('placement', 'dp_hpwl', '83400', 'µm'),
('status', 'outcome', 'completed', ''),
('run', 'tool_warnings', '1027', ''),
('yosys', 'post_synth_and_or_nand_nor_area_fraction', '4.72', '%'),
('cells_and_area', 'area.growth.synth_to_final', '23.1', '%'),
('yosys', 'synthesis.area_per_instance', '14.4', 'µm²'),
('routing', 'detailedRoute.firstIterationViolations', '2168', ''),
('sta', 'totalNegativeSetupSlack', '0', 'ns'),
('yosys', 'post_synth_inst_count', '3387', ''),
('clock_network', 'post_cts_hold_buffer_count', '0', ''),
('clock_network', 'cts_tree', 'yes', ''),
('die', 'placement_rows', '147', ''),
('die', 'chipWidth', '405', 'µm'),
('die', 'fp.dieH', '405', 'µm'),
('setup_path', 'critical_path_class', 'register to primary output', ''),
('yosys', 'synth-seq-area-share', '63.1', '%'),
('clock_network', 'clk_pin_slew', '0.04', 'ns'),
('yosys', 'yosys_area', '48800', 'µm²'),
('yosys', 'synth-edff-count', '1024', ''),
('routing', 'route.detailed.drc', '0', ''),
('power_and_ir_drop', 'power.density_cell_area', '164', 'nW/µm²'),
('grt', 'pin_count_of_the_biggest_net_entering_global_routing', '95', ''),
('cells_and_area', 'largest_reg_flops', '1024', ''),
('hold_path', 'hp-class', 'input pin to primary output', ''),
('yosys', 'dominant_register_cell_in_the_synthesized_netlist', 'sky130_fd_sc_hd__edfxtp_1', ''),
('grt', 'overflow', '0', ''),
('yosys', 'register_bit_count_reported_by_yosys', '1024', ''),
('yosys', 'synth_area', '48800', 'µm²'),
('clock_network', 'clock_path_buffers', '3', ''),
('setup_path', 'worst-path-max-fanout', '2', ''),
('hold_path', 'hold_path_depth', '6', ''),
('clock_network', 'clock_tree.htree_level_count', '3', ''),
('cells_and_area', 'post_route_cells_drive_above_1_share', '7.64', '%'),
('yosys', 'ys_sh_xor', '0', '%'),
('placement', 'finalWeightedCongestion', '0.853', ''),
('power_and_ir_drop', 'power.total', '9.87', 'mW'),
('yosys', 'ys_warn_count', '1', ''),
('yosys', 'post_synth_mux_area_share', '21.0', '%'),
('sta', 'setup-violations-final', '0', '');
## routing by layer
layer | track usage (%) | share of wire (%) | up-vias
li1 | - | - | 15600
met1 | 22.2 | 37 | 16300
met2 | 28.5 | 47 | 1807
met3 | 12.8 | 13 | 295
met4 | 8.29 | 3.1 | 4
met5 | 0.119 | 0.017 | -
## per-stage QoR
step / area, µm² / worst slack [ns] / utilization [%] / cells
2_1_floorplan: 48800 / 0.986 / - / 3387
3_3_place_gp: 52700 / 0.889 / 32.7 / 5540
3_5_place_dp: 52700 / 0.884 / 32.7 / 5540
4_1_cts: 60000 / 0.751 / 37.3 / 6757
5_1_grt: 60000 / 0.691 / 37.3 / 6757
6_report: 60000 / 0.769 / 37.3 / 6758
## final timing paths
| path | end | from | slack (ns) |
|---|---|---|---|
| setup / recovery | busA[17] | regi[19][17] | 0.77 |
| hold / removal | busB[5] | Rb[1] | 5.92 |
## layout make-up
class                           count  area, µm²
Fill cell                       14900     101000
Sequential cell                  1024      30700
Multi-Input combinational cell   2109      16800
Clock inverter                   1111       4700
Tap cell                         2160       2700
Clock buffer                      107       2680
Timing Repair Buffer              246       2440
Antenna cell                        1       2.50
## cell families after synthesis
logic type	after synthesis
AOI/OAI and AO/OA	576
buffers and inverters	254
DFF	1024
muxes	1024
and+or+nand+nor	509
## cells in the final DEF, fill, tap and decap left out
cell	count
sky130_fd_sc_hd__and2_4	2
sky130_fd_sc_hd__a31oi_1	64
sky130_fd_sc_hd__diode_2	1
sky130_fd_sc_hd__edfxtp_1	1024
sky130_fd_sc_hd__clkdlybuf4s50_1	110
sky130_fd_sc_hd__a21oi_1	192
sky130_fd_sc_hd__buf_12	24
sky130_fd_sc_hd__clkinv_16	2
sky130_fd_sc_hd__nand3b_1	5
sky130_fd_sc_hd__clkinvlp_2	29
sky130_fd_sc_hd__inv_16	1
sky130_fd_sc_hd__inv_6	3
sky130_fd_sc_hd__or3_1	1
sky130_fd_sc_hd__mux2i_1	1024
sky130_fd_sc_hd__nor2b_4	4
sky130_fd_sc_hd__buf_8	2
sky130_fd_sc_hd__a22oi_1	192
sky130_fd_sc_hd__or3b_2	3
sky130_fd_sc_hd__inv_4	5
sky130_fd_sc_hd__nand3_1	194
sky130_fd_sc_hd__inv_1	1054
sky130_fd_sc_hd__a22o_1	128
sky130_fd_sc_hd__clkbuf_16	107
sky130_fd_sc_hd__clkinv_8	2
sky130_fd_sc_hd__bufinv_16	14
sky130_fd_sc_hd__nor3_1	64
sky130_fd_sc_hd__nand2_1	193
sky130_fd_sc_hd__buf_4	110
sky130_fd_sc_hd__nand2_2	2
sky130_fd_sc_hd__nand2b_2	4
sky130_fd_sc_hd__clkinv_4	1
sky130_fd_sc_hd__or2_2	2
sky130_fd_sc_hd__nor2_1	1
sky130_fd_sc_hd__nor2_4	34
## where the power goes
group / total [mW] / leakage (nW) / switching [mW] / internal, mW
sequential: 4.24 / 9.22 / 0.0187 / 4.22
clock: 4.86 / 7.22 / 2.35 / 2.50
combinational: 0.772 / 9.32 / 0.482 / 0.290
total: 9.87 / 25.8 / 2.85 / 7.02
## critical path: cells and delay by family, from the launching register on
family / cells / cell delay, ns
AND-OR/OR-AND: 2 / 0.64
buffers and inverters: 1 / 0.52
flip-flops: 1 / 0.38
AND/OR/NAND/NOR: 1 / 0.26
multiplexers: 1 / 0.14
Power figures rest on the tool's default switching activity, not on a simulated workload.
